===== flow/constraint.sdc =====
current_design semaforo

set clk_period 10.0
set clk_io_pct 0.2

create_clock -name clk0 -period $clk_period [get_ports {clk}]

set non_clock_inputs [all_inputs -no_clocks]
set_input_delay [expr $clk_period * $clk_io_pct] -clock clk0 $non_clock_inputs
set_output_delay [expr $clk_period * $clk_io_pct] -clock clk0 [all_outputs]

===== flow/design.v =====
module semaforo #(parameter WIDTH = 32) (
    input logic clk, start, maintenance,         
    input logic [WIDTH-1:0] red_duration,        
    input logic [WIDTH-1:0] yellow_duration,    
    input logic [WIDTH-1:0] green_duration,     
    input logic manual_red, manual_yellow, manual_green,  
    output logic red, yellow, green              
);
    logic [WIDTH-1:0] counter;  
    typedef enum logic [1:0] {
        RED = 2'b00,
        GREEN = 2'b01,
        YELLOW = 2'b10
    } state_t;
    state_t current_state, next_state;
    always_ff @(posedge clk) begin
        if (maintenance) begin    
            red <= manual_red;  
        end else if (!start) begin
            red <= 1'b0;          
        end else if (current_state == RED) begin
            red <= 1'b1;          
        end else begin
            red <= 1'b0;          
        end
    end
    always_ff @(posedge clk) begin
        if (maintenance) begin
            green <= manual_green;           
        end else if (!start) begin
            green <= 1'b0;           
        end else if (current_state == GREEN) begin
            green <= 1'b1;           
        end else begin
            green <= 1'b0;          
        end
    end
    always_ff @(posedge clk) begin
        if (maintenance) begin
            yellow <= manual_yellow;         
        end else if (!start) begin
            yellow <= 1'b0;            
        end else if (current_state == YELLOW) begin
            yellow <= 1'b1;
        end else begin
            yellow <= 1'b0;
        end
    end
    always_ff @(posedge clk) begin
        if (maintenance) begin
	    current_state <= current_state;
	    counter <= counter;  
        end 
        else if (!start) begin
            current_state <= RED; 
            counter <= 0;  
        end 
        else begin
            if (counter == 0) begin
                case (current_state)
                    RED: begin
                        counter <= green_duration - 1;  
                        next_state <= GREEN;            
                    end
                    GREEN: begin
                        counter <= yellow_duration - 1;  
                        next_state <= YELLOW;          
                    end
                    YELLOW: begin
                        counter <= red_duration - 1;  
                        next_state <= RED;          
                    end
                endcase
            end else begin
                counter <= counter - 1;  
            end
            current_state <= next_state;  
        end
    end
endmodule

===== flow/run.sh =====
#!/bin/bash
# OpenROAD 26Q1-2900-gdf79404cd8, Yosys 0.63+post, stock flow scripts
make -C /OpenROAD-flow-scripts/flow DESIGN_CONFIG=/design/flow/config.mk WORK_HOME=/design/flow/orfs finish

===== flow/config.mk =====
export PLATFORM = sky130hd
export DESIGN_NAME = semaforo
export DESIGN_NICKNAME = semaforo
export VERILOG_FILES = /design/flow/design.v
export SDC_FILE = /design/flow/constraint.sdc
export NUM_CORES = 4
export LEC_CHECK = 1
export CORE_UTILIZATION = 30

==> results.cfg <==
; generated from flow reports
[outcome]
outcome = finished, final reports clean

[worst_hold_path]
hp-class = flip-flop to flip-flop
min_from = next_state[1]
hold_depth = 1

[floorplan]
die_area_um2 = 12190
io_pins = 105
die_h_um = 110.4
fp_util_pct = 30.87
die_w_um = 110.4
row_count = 39
fp.coreArea_um2 = 11420

[critical_path]
ff2ff_path_depth = 13
r2r-start = current_state[0]
reg2reg_slack_ns = 5.61
arrival_ns = 5.32
criticalPathCategory = input port to flip-flop
cp-start-kind = input port
crit_start = red_duration[0]
worst_r2r_endpoint = counter[30]
cp_max_fo = 6
endpoint_kind = flip-flop
cp.required_ns = 10.02
crit_end = counter[30]

[cells_and_area]
areaGrowthSynthToFinish_pct = 36.35
fillers = 1118
layout-drive-gt1-share_pct = 6.705

[grt]
grt.met2_usage_pct = 30.92
top_usage_layer = met2
grt_util_all_layers_pct = 19.27
use_met1_pct = 28.78
grtUsageMet3_pct = 3.535
grt_start_max_net_pins = 47
first_global_vias = 3358
grt_pass1_wl_um = 17510
grt-ovfl-total = 0
antenna_found_initial = 0

[final_timing]
finalCritPeriodShare_pct = 53.01
slew_headroom_pct = 54.18
rsz0062_at_grt = false
tns_ns = 0
drv_slew = 0
skew_ns = 0.004355
final.min_clock_period_ns = 5.301
worst_slack_ns = 4.699
finalHoldViolations = 0
finalSetupViolCount = 0
hold_slack_ns = 0.5244
max_clock_freq_mhz = 188.6
worst_slew_pin_slew_ns = 0.6874

[route]
totalWireLength_um = 11440
vias_per_cell = 5.541
route.vias.total = 3685
drc = 0
dr.pass1.iters = 4
drt_iter0_markers = 297
antennaDiodeCount = 0
post_drt_wl_per_cell_um = 17.21
ant_nets = 0

[place]
place.gp.congestion = 0.9281
dp_slack_ns = 4.414
numPortBuffers = 104
post-dp-hpwl_um = 8619

[clock_network]
ctsHoldBuffers = 0
clkSinkCount = 39
clockRootBuffer = clkbuf_16
worstSkewPairLatency_ns = 0.29
clockBufferDepth = 2
post-cts-setup-buffers = 0
cts_made_buffers = 5
path_clk_slew_ns = 0.06
h-tree-depth = 2
cts_resized = 0
cts_tree = yes

[logic_synthesis]
avgSynthCellArea_um2 = 8.216
synth_warnings = 1
async_reset_ff_share_pct = 0
mux_share_pct = 1.171
yosys_cells = 429
synthTopCellsByCount = nor2_1, a21oi_1, edfxtp_1
syn_inst = 429
simple_gate_share_pct = 28.26
yosys.cell_count.top_type = nor2_1
edf_count = 36
ys_types = 69
synthAoiAreaFrac_pct = 28.72
fa_ha_area_share_pct = 2.130
flop_cell = edfxtp_1
synth_flop_count = 39
synthTopCellsByArea = edfxtp_1, a21oi_1, nor2_1
syn_area_um2 = 3525
synth_top_area_share_pct = 30.67
ys_top_logic_family = AND-OR/OR-AND gates
ys_seq_share_pct = 32.37
synth_area_leader_cell = edfxtp_1
ys_area_um2 = 3525
ys_sh_xor_pct = 2.733

[power_and_ir_drop]
p_leak_nw = 1.588
power_density_nw_per_um2 = 102.3
ir_worst_vdd_mv = 0.05511

[flow_run]
cap_violations = 0
warning_count = 29
==> through the flow <==
stage	cell area [um2]	utilization (%)	power (mW)	instances
after CTS	4806	42.09	0.4973	665
after global placement	4666	40.86	0.3372	657
after detailed placement	4666	40.86	0.3380	657
after global routing	4806	42.09	0.5178	665
after floorplan	3525	-	0.2717	429
final	4806	42.09	0.4918	665
==> cell families (layout without fill, tap and decap cells) <==
kind of cell | after synthesis | in the layout
AND-OR/OR-AND | 155 | 155
XOR/XNOR | 11 | 11
adder cells (fa/ha/maj) | 6 | 6
buffers and inverters | 34 | 127
flip-flops | 39 | 39
multiplexers | 4 | 4
AND/OR/NAND/NOR | 180 | 180
==> report_power, final <==
group	total (mW)	leakage, nW	internal, mW	switching [mW]
logic	0.138	1.13	0.0669	0.0707
registers	0.198	0.391	0.189	0.00819
clock network	0.157	0.0649	0.0907	0.0659
==> area by class of cell <==
class,count,area (um2),area share (%)
flip-flops and latches,39,1141,23.74
repair buffers,110,1086,22.60
multi-input cells,356,2226,46.32
clock buffers,5,125.1,2.603
clock inverters,3,15.01,0.3124
inverters,9,33.78,0.7029
well taps,143,178.9,3.723
==> layout by cell type (no fill, tap or decap), types with 3 or more instances in the layout <==
| cell type | n |
|---|---|
| clkdlybuf4s50_1 | 104 |
| nor2_1 | 68 |
| a21oi_1 | 60 |
| edfxtp_1 | 36 |
| a22oi_1 | 31 |
| nor3_1 | 26 |
| or3_1 | 14 |
| nor4_1 | 11 |
| nand2_1 | 10 |
| o21ai_1 | 9 |
| inv_1 | 8 |
| o21ai_0 | 8 |
| or4_1 | 7 |
| nand3_1 | 6 |
| o31a_1 | 6 |
| xnor2_1 | 6 |
| buf_4 | 6 |
| and2_1 | 5 |
| a31oi_1 | 5 |
| xor2_1 | 5 |
| nand3b_1 | 5 |
| o21a_1 | 5 |
| ha_1 | 5 |
| clkbuf_16 | 5 |
| or4_4 | 4 |
| and3_1 | 4 |
| a22o_1 | 3 |
| o31ai_1 | 3 |
| mux2i_1 | 3 |
| dfxtp_1 | 3 |
==> per-layer routing <==
layer  share of wire (%)  vias to the layer above  routed length, um
met5                   0                        -                  0
met2                  45                      134               5197
li1                    -                     1849                  -
met3                 8.7                        7                999
met4                0.89                        0                102
met1                  45                     1695               5145
==> sequential cells by signal, summed over array words and instances, names as in the netlist <==
name           cells
next_state         2
current_state      2
green              1
counter           32
red                1
yellow             1
==> worst min-delay path by stage <==
stage / slack, ns / to
finish: 0.52 / current_state[1]
CTS: 0.53 / current_state[1]
global route: 0.55 / current_state[0]
==> worst max-delay path, stage by stage <==
cell             delay [ns]
clkdlybuf4s50_1        0.42
a22oi_1                0.30
a21oi_1                0.17
a21oi_1                0.20
ha_1                   0.21
or3b_2                 0.50
nor3_1                 0.31
nand4b_1               0.14
o2bb2ai_1              0.45
nand3_1                0.29
nor4_1                 0.25
nor3_1                 0.08
Power is estimated from default activity; no workload was simulated.
