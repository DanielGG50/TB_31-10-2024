### design.v
`timescale 1ns / 1ps
module bitwise#(parameter WIDTH = 4)(
  input [WIDTH-1:0] a, b,
  output [WIDTH-1:0] bitwise_and,
  output [WIDTH-1:0] bitwise_or,
  output [WIDTH-1:0] bitwise_xor
);
    assign  bitwise_and= a & b;
    assign  bitwise_or = a | b;
    assign  bitwise_xor = a ^ b; 
endmodule
### constraint.sdc
current_design bitwise

set clk_period 1.0
set clk_io_pct 0.2

create_clock -name clk0 -period $clk_period

set non_clock_inputs [all_inputs -no_clocks]
set_input_delay [expr $clk_period * $clk_io_pct] -clock clk0 $non_clock_inputs
set_output_delay [expr $clk_period * $clk_io_pct] -clock clk0 [all_outputs]
### config.mk
export PLATFORM = sky130hd
export DESIGN_NAME = bitwise
export DESIGN_NICKNAME = bitwise
export VERILOG_FILES = /design/flow/design.v
export SDC_FILE = /design/flow/constraint.sdc
export NUM_CORES = 4
export LEC_CHECK = 1
export CORE_AREA = 10 10 70 70
export DIE_AREA = 0 0 80 80
### run.sh
#!/bin/bash
# OpenROAD 26Q1-2900-gdf79404cd8, Yosys 0.63+post, stock flow scripts
make -C /OpenROAD-flow-scripts/flow DESIGN_CONFIG=/design/flow/config.mk WORK_HOME=/design/flow/orfs finish
==> summary.txt <==
yosys + openroad results -> status=complete, no violations, clk_buf instances=0, DPL Wire Length=542 µm, Layout Cells excl Fill=87, Die W=80 µm, Crit path required time=0.80 ns, Crit Path Class=primary input to primary output, Finish-stage setup viols=0, vias in the first global route=196, Tcrit/Tclk final=0.963, Initial Util=0.0425, Critical Path Source=a[1], Final Max Tran Viols=0, startpoint types=primary input, Layout fillers=403, routed vias=184, area grow syn2layout=173%, Netlist cell types=2, Max Freq=1040 MHz, chip area=6400 µm², register area share after synthesis=0, syn_area_per_cell=7.26 µm², worst path arrival time=0.76 ns, cell accounting for the most synthesized area=ha_1, tool warnings=39, port bufs=20, Top-area cell share=0.690, GP Congestion=0.674, total gr overflow=0, layout cell share with drive strength beyond 1=0.585, ant diodes=0, Crit-path slowest cell=dlygate4sd2_1, Routed Antenna Nets=0, Setup Buffers After CTS=0, Mapped Cells=20, total track usage=0.0159, Worst Tran Pin Value=0.0589 ns, Max Cap Viol=0, violation count after the first detailed-routing iteration=0, # rows=21, die height=80 µm, Ys Warns=0, antenna violations before repair=0, placed cells=87, core outline area=3420 µm², Hold Buf Count CTS=0, register area=0 µm², VDD IR max=63.6 µV, Vias/cell=2.11, crit-path max FO=2, Top area cell types=ha_1 (69%), inv_1 (31%), final hold vios=0, io pins=20, ys cells=20, cell repeated most along the worst path=inv_2, Slew headroom=0.961, seq_cells=0, pin count of the biggest net entering global routing=3, Hold Path Class=primary input to primary output, DR DRC count=0, static leakage=0.204 nW, crit-path cells=buf_2 -> inv_2 -> ha_4 -> inv_2 -> dlygate4sd2_1, Yosys Chip Area=145 µm², post-route setup TNS=0 ns, Gate Area=120 µm², Total Wirelength=564 µm, Post-Synthesis Cell Area=145 µm², Final min period=0.963 ns, global-route wire length before repair=855 µm, DR WL/cell=6.48 µm, Critical Path Sink=bitwise_or[1], 1st-pass router iterations=1, slowest cell delay on critical path=0.23 ns, crit path capture type=primary output, pwr dens=261 nW/µm²
-- synth_stat cells --
master and count:
inv_1 12, ha_1 8
-- critical path: cells and delay by family --
kind | cells | cell delay (ns)
adders and majority gates | 1 | 0.12
buffers and inverters | 4 | 0.43
-- worst min-delay path by stage --
stage | startpoint | end | slack [ns] | depth (start not counted)
6_report | b[0] | bitwise_xor[0] | 0.75 | 4
4_1_cts | a[1] | bitwise_xor[1] | 0.76 | 4
5_1_grt | b[1] | bitwise_xor[1] | 0.78 | 4
-- placed cells by master (no fill, tap or decap) --
master	n
buf_4	1
inv_1	3
clkdlybuf4s15_1	3
buf_6	4
ha_4	1
ha_1	4
dlygate4sd2_1	7
buf_2	6
inv_2	9
ha_2	3
-- per-stage QoR --
stage | power (mW) | utilization | hold WS, ns | area (µm²) | setup WS (ns)
6_report | 0.104 | 0.116 | 0.754 | 397 | 0.0367
5_1_grt | 0.121 | 0.116 | 0.784 | 397 | -0.00645
4_1_cts | 0.101 | 0.112 | 0.757 | 384 | 0.00273
3_5_place_dp | 0.127 | 0.120 | 1.42 | 410 | -0.676
3_3_place_gp | 0.124 | 0.120 | 1.41 | 410 | -0.663
2_1_floorplan | 0.0110 | - | 0.487 | 145 | 0.336
-- area by class of cell --
class                           instances  area share
Multi-Input combinational cell          8       0.303
Tap cell                               46       0.145
Timing Repair Buffer                   21       0.438
Inverter                               12       0.114
-- timing repair --
item / CTS / global route
endpoints found under the setup margin: 12 / 2
endpoints found under the hold margin: 0 / 0
gates resized: 63 / 6
pin swaps: 1 / 1
-- metal layers --
layer,GRT usage,wire length [µm],up-vias
met1,0.0185,245,75
li1,-,-,95
met5,0,0,-
met3,0.0125,120,0
met4,0,0,0
met2,0.0241,199,14
-- report_power, final --
| group | total [mW] | internal [mW] | leakage, nW | switching, mW |
|---|---|---|---|---|
| clock network | 0 | 0 | 0 | 0 |
| registers | 0 | 0 | 0 | 0 |
| logic | 0.104 | 0.0691 | 0.204 | 0.0345 |
| total | 0.104 | 0.0691 | 0.204 | 0.0345 |
-- kinds of logic (layout without fill, tap and decap cells) --
group,count (synthesis),in the layout,synth area share
adders and majority gates,8,8,0.690
buffers and inverters,12,33,0.310
Power is estimated from default activity; no workload was simulated.
